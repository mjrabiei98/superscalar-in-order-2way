==> flow/design.v <==
module controller(
	clk,
	rst,
	opcode,
	func,
	RegDst,
	Jmp,
	DataC,
	Regwrite,
	AluSrc,
	AluSrc1,	 
	Branch,
	bne,		 
	MemRead,
	MemWrite,
	MemtoReg,
	AluOperation
	);
	input 				clk,rst;
	input      [5:0] 	opcode,func;
	output reg [1:0]	RegDst,Jmp;
	output reg		    DataC,Regwrite,AluSrc,Branch,MemRead,MemWrite,MemtoReg;
	output reg [5:0]    AluOperation;	 
	output reg [1:0]	AluSrc1; 	 
	output reg				bne; 	 
	always@(opcode,func) begin
		    {RegDst,Jmp,DataC,Regwrite,AluSrc,Branch,MemRead,MemWrite,MemtoReg,AluOperation,AluSrc1, bne}=0;
			case(opcode) 
				6'b000000: begin
					if(func == 6'b001001) begin  
						RegDst=2'b10;
						DataC=1;
						Regwrite=1;
						Jmp=2'b10;
					end	
					else if(func == 6'b001000) begin	 
						Jmp=2'b10;
					end
					else if(func == 6'b000000) begin
						RegDst=2'b01;
						Regwrite=1;
						AluSrc1 = 2'b01;
						AluOperation= 6'b000100;	 
					end
					else if(func == 6'b000010) begin
						RegDst=2'b01;
						Regwrite=1;
						AluSrc1 = 2'b01;
						AluOperation= 6'b000110;	 
					end
					else begin
						RegDst=2'b01;
						Regwrite=1;
						AluOperation=func;	 
					end	
				 end
				6'b001000: begin
					Regwrite=1;
					AluSrc=1;
					AluOperation= 6'b100000;
				 end
				6'b001001: begin
					Regwrite=1;
					AluSrc=1;
					AluOperation= 6'b100001;
				 end
				6'b001100: begin
					Regwrite=1;
					AluSrc=1;
					AluOperation= 6'b100100;
				 end				 
				6'b001111: begin
					Regwrite=1;
					AluSrc=1;
					AluOperation= 6'b000100;
					AluSrc1 = 2'b10;
				 end								
				6'b001101: begin
					Regwrite=1;
					AluSrc=1;
					AluOperation= 6'b100101;
				 end				
				6'b001010: begin
					Regwrite=1;
					AluSrc=1;
					AluOperation= 6'b101010;
				 end					
				6'b001011: begin
					Regwrite=1;
					AluSrc=1;
					AluOperation= 6'b101011;
				 end	
				6'b001110: begin
					Regwrite=1;
					AluSrc=1;
					AluOperation= 6'b100110;
				 end
				6'b000100: begin
					AluOperation= 6'b100010;
					Branch=1;
				 end
				6'b000101: begin
					AluOperation= 6'b100010;
					Branch=1;
					bne = 1'b1;
				 end			
				6'b000010: begin
					Jmp=2'b01;
				 end
				6'b000011: begin
					RegDst=2'b10;
					DataC=1;
					Regwrite=1;
					Jmp=2'b01;
				 end
				6'b100011: begin
					Regwrite=1;
					AluSrc=1;
					AluOperation=6'b100000;
					MemRead=1;
					MemtoReg=1;
				 end
				6'b101011: begin
					AluSrc=1;
					AluOperation=6'b100000;
					MemWrite=1;
				 end
			endcase
	end
endmodule
==> flow/run.sh <==
#!/bin/bash
# OpenROAD 26Q1-2900-gdf79404cd8, Yosys 0.63+post, stock flow scripts
make -C /OpenROAD-flow-scripts/flow DESIGN_CONFIG=/design/flow/config.mk WORK_HOME=/design/flow/orfs finish
==> flow/config.mk <==
export PLATFORM = sky130hd
export DESIGN_NAME = controller
export DESIGN_NICKNAME = controller
export VERILOG_FILES = /design/flow/design.v
export SDC_FILE = /design/flow/constraint.sdc
export NUM_CORES = 4
export LEC_CHECK = 1
export CORE_AREA = 10 10 70 70
export DIE_AREA = 0 0 80 80
==> flow/constraint.sdc <==
current_design controller

set clk_period 2.9
set clk_io_pct 0.2

create_clock -name clk0 -period $clk_period

set non_clock_inputs [all_inputs -no_clocks]
set_input_delay [expr $clk_period * $clk_io_pct] -clock clk0 $non_clock_inputs
set_output_delay [expr $clk_period * $clk_io_pct] -clock clk0 [all_outputs]
==> changes_impl.md <==
### Changed

* Clkbuf count at 0
* Port bufs at 32
* Finished Layout Cells at 141
* Yosys Chip Area at 362.8 µm²
* CP startpoint kind: input port
* Io pins at 34
* Total of max-cap violations at 0
* Post-Syn Instances at 57
* Maximum vdd drop at 0.03585 mV
* Most instantiated cells after synthesis: 9 x nor2_1, 7 x nand3_1, 4 x nand2_1
* Pre-CTS setup slack at -0.007511 ns
* Tmin final at 2.797 ns
* Sequential share of power at 0%
* P_sw at 0.02933 mW
* Hold Crit Class: input port to output port
* Crit-path most repeated cell: clkdlybuf4s50_1
* Clock power share at 0%
* OpenROAD warnings at 34
* Total number of vias at 537
* Seq/Total Area, Yosys at 0%
* Crit. End Element: output port
* Final GP Congestion at 0.7756
* Yosys cell types at 29
* YS warnings at 1
* Remaining global-route overflow at 0
* Yosys cell count at 57
* Area grow syn2layout at 124.1%
* Syn Std Cell Area at 362.8 µm²
* Slew Limit Fails at 0
* Via/cell ratio at 3.809
* Area leader, netlist: nand3_1
* Leak at 0.3203 nW
* Crit Path Category: input port to output port
* First-pass GRT wire length at 2594 µm
* Crit path DAT at 2.22 ns
* RSZ-0062 raised after global routing: no
* Top-area cell type share of the netlist area at 9.655%
* Slew HR at 78.60%
* WL per Instance at 11.40 µm
* Vias in the first global route at 552
* Final ANT Viol Nets at 0
* Fin crit share at 96.43%
* DRC Markers at 0
* Die width at 80 µm
* Post-detailed-placement half-perimeter wirelength at 1405 µm
* F_max at 357.6 MHz
* Fin Hold WS at 1.916 ns
* Outcome: finished, final reports clean
* Worst-margin pin slew at 0.3181 ns
* Cell with the most instances after synthesis: nor2_1
* Core utilization before placement at 10.62%
* Sw frac at 40.38%
* Post-cts hold-fix buffer tally at 0
* Setup Fix Bufs, Post-CTS at 0
* Fin. Hold Viols at 0
* Sequential Area at 0 µm²
* P per Cell Area at 89.32 mW/mm²
* Initial DRC Count at 8
* Largest net degree at the start of global routing at 11
* Mean Syn Cell Area at 6.366 µm²
* # rows at 21
* Worst path cell trace: clkdlybuf4s50_1 -> nor4_4 -> buf_4 -> nand2_4 -> o31ai_2 -> clkdlybuf4s50_1
* # placed instances at 141
* # setup viols final at 0
* Total wire length at 1608 µm
* Initial antenna violation count at 0
* Core Util, Final at 23.81%
* Critical-path maximum fanout at 6
* Tot Pwr at 0.07264 mW
* Die Y at 80 µm
* Worst Slack Setup Final at 0.1034 ns
* Placeable Area at 0.003416 mm²
* Crit path max-delay cell type: clkdlybuf4s50_1
* Layout cell share with drive strength beyond 1 at 23.16%
* CP max stage delay at 0.51 ns
* Biggest area cells: nand3_1 9.7%, nor2_1 9.3%, buf_4 6.2%, nor4_4 5.9%, nor4_1 5.2%
* Detailed Routing Iterations Pass 1 at 2
* Total die size at 0.006400 mm²
* WP data required at 2.32 ns
* Seq cells at 0
* Total track usage at 4.756%
* Comb pwr share at 100.0%
* Internal power at 0.04331 mW
* # diodes at 0
==> final timing paths <==
path	slack, ns	end	cells past startpoint	start
max	0.10	AluOperation[3]	6	opcode[3]
min	1.92	AluSrc	4	opcode[4]
==> layer usage <==
metal,wire [µm],up-vias,part of all wire [%],track usage (%)
met1,721,236,45,5.669
met3,105,0,6.5,1.136
met2,782,14,49,8.828
met4,0,0,0,0
li1,-,287,-,-
met5,0,-,0,0
==> cell type report <==
class | instances | area (µm²)
fillers | 400 | 2603
inverters | 1 | 3.754
multi-input cells | 50 | 334.1
well taps | 46 | 57.56
repair buffers | 44 | 417.9
==> metrics by stage <==
step,instance area (µm²),setup TNS (ns)
CTS,797.0,0
global placement,793.3,0
detailed placement,793.3,-0.007511
finish,813.3,0
floorplan,362.8,0
global route,813.3,0
==> placed cells by master, fill, tap and decap left out, drive strengths merged <==
master         count
buf               12
nor4b              1
nor4               4
nand4              1
nor2b              1
nand3              7
and2b              1
or4                1
nor3b              2
dlymetal6s2s       3
o21ba              1
nand2              5
and3               2
a21boi             1
nor2               9
o22ai              1
nand4b             2
clkdlybuf4s50     29
a2bb2oi            1
a31oi              1
inv                1
or2b               1
o31ai              1
and2               3
o21ai              4
==> power by group through the flow <==
stage     Sequential (mW)  Clock [mW]  Combinational (mW)
5_1_grt                 0           0              0.0797
6_report                0           0              0.0726
4_1_cts                 0           0              0.0733
==> worst max-delay path, delay by kind of cell <==
| family | cells | cell delay (ns) |
|---|---|---|
| AOI/OAI and AO/OA | 1 | 0.18 |
| and+or+nand+nor | 2 | 0.30 |
| buffers and inverters | 3 | 1.16 |
==> kinds of logic (layout without fill, tap and decap cells) <==
group / Yosys count / count (layout) / share of synthesized area (%)
simple gates: 40 / 40 / 68.97
compound gates: 10 / 10 / 19.66
buf+inv: 7 / 45 / 11.38
==> what timing repair did <==
item,4_1_cts,5_1_grt
pin swaps,0,0
setup endpoints to repair,1,8
resized,1,5
Power and IR drop assume default switching activity.
